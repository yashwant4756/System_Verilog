### flow/constraint.sdc
current_design memory

set clk_period 2.3
set clk_io_pct 0.2

create_clock -name clk0 -period $clk_period [get_ports {clk}]

set non_clock_inputs [all_inputs -no_clocks]
set_input_delay [expr $clk_period * $clk_io_pct] -clock clk0 $non_clock_inputs
set_output_delay [expr $clk_period * $clk_io_pct] -clock clk0 [all_outputs]
### flow/run.sh
#!/bin/bash
# OpenROAD 26Q1-2900-gdf79404cd8, Yosys 0.63+post, stock flow scripts
make -C /OpenROAD-flow-scripts/flow DESIGN_CONFIG=/design/flow/config.mk WORK_HOME=/design/flow/orfs finish
### flow/design.v
module memory(clk,write,read,address,data_in,data_out);
  input logic clk;
  input logic write,read;
  input logic [3:0] address;
  input logic [7:0] data_in;
  output logic [7:0] data_out;
  logic [7:0] mem [15:0];
  always_ff @(posedge clk)
    begin
      if(write)
      mem[address]<=data_in;
        data_out<=mem[address];
    end
endmodule
### flow/config.mk
export PLATFORM = sky130hd
export DESIGN_NAME = memory
export DESIGN_NICKNAME = memory
export VERILOG_FILES = /design/flow/design.v
export SDC_FILE = /design/flow/constraint.sdc
export NUM_CORES = 4
export LEC_CHECK = 1
export CORE_UTILIZATION = 50
==> run notes <==
yosys + openroad results -> num rows 36, status complete, no violations, core box area between 0.009 and 0.01 mm², Inserted Diodes 0, postcts setup bufs 0, largest net degree at the start of global routing 28, Cell Chain, Critical Path clkdlybuf4s50_1 -> or3b_2 -> nor3_1 -> buf_4, CTS root buf clkbuf_8, Setup violations, final 0, Die Span X between 100 and 150 µm, drt drc 0, Hold WC Path Type primary input to flip-flop, Slew Limit Fails 0, Mapped Avg Cell Area 22.03 µm², Die ar. 0.01054 mm², vias in the first global route between 2k and 3k, slew margin rel. 0.4987, leakage power total between 2 and 2.5 nW, Max H-tree Level 4, CTS tree done, synth warn 1, DR pass1 iterations 4, first-pass GRT wire length 14.32 mm, Critical Path Sink Type flip-flop, layout cell share with drive strength beyond 1 0.3077, vias per cell 5.574, clk latency of the worst-skew pair roughly 0.50 ns, Num CTS Buffers 17, Final Cycle Share 0.7732, Netlist cell types 18, Starting Density 0.5161, pwr/cell area 891.4 mW/mm², max-cap viol count 0, Worst Path Arrival 1.99 ns, # Cells Yosys 230, Clock Pin Slew Worst Setup and Hold Paths 0.06 ns, I/O pins 23, initial antenna violation count 0, slowest stage delay, CP between 0.5 and 0.6 ns, hold_buf cts 0, fmax 0.5623 GHz, Port Buffers 21, Clock Sinks 136, Worst VDD drop ~0.00045 V, fin crit period approximately 1.8 ns, Final Non-Filler Cells 432, Critical Path RT 2.51 ns, Hold Fails Final Rpt 0, Max clock buf depth 2, WL/cell about 21 µm, Antenna Violating Nets Remaining 0, Flops after synth 136, Inst Count DP 400, filler instances between 700 and 800, RSZ-0062 raised after global routing no, maximum fanout along the worst path 8, Vias 2,408, gp weighted congestion 0.7843, aggregate global-route resource usage 0.2171, Fin Setup TNS 0 ns, Worst Max-Slew Pin Slew 0.7504 ns, WS Path Type primary input to flip-flop, hpwl dp 5.878 mm, CP max-delay cell or3b_2, OpenROAD warning count 26, Area Overhead vs Synth 21.56%, 1st-iter DRT viols 78, CP startpoint kind primary input, register share after synthesis 0.7901, cells after synthesis 230, synthesized cell area a little over 0.005 mm², total gr overflow 0, Die H 102.7 µm, post_cts resized 0, Total Routed Length approximately 9 mm, Yosys Chip Area 0.005067 mm², Setup Skew 0.008623 ns
## flip-flops by register name (all words and copies together), names as in the netlist
name,flops
data_out,8
mem,128
## final timing paths
kind | start | end | slack (ns) | cells past startpoint
worst min-delay path | address[0] | data_out[7] | 0.58 | 4
worst max-delay path | address[2] | mem[0][5] | 0.52 | 4
worst max register to register | mem[3][3] | data_out[3] | 0.92 | 3
worst min register to register | mem[14][7] | data_out[7] | 0.67 | 3
## synth_stat cells (all sizes together)
cell type | count | area share
nand2b | 2 | 0.0025
or3b | 1 | 0.0017
buf | 8 | 0.0094
clkbuf | 3 | 0.0025
a22oi | 16 | 0.024
nor2b | 2 | 0.0025
and2 | 1 | 0.0012
nand3b | 2 | 0.0030
nor3 | 4 | 0.0040
nand2 | 9 | 0.0067
dfxtp | 8 | 0.032
nor2 | 13 | 0.0096
nand3 | 1 | 0.00099
mux4 | 32 | 0.14
edfxtp | 128 | 0.76
## routing by layer
layer / share of wire / global-route usage / vias up
met3: 0.094 / 0.1041 / 7
met5: 0 / 0 / -
met2: 0.50 / 0.3297 / 110
met1: 0.40 / 0.3414 / 1217
met4: 0.0070 / 0.02418 / 0
li1: - / - / 1074
## worst max-delay path: cells and delay by family
family	cells	cell delay, ns
simple gates	2	0.79
buf+inv	2	0.75
## power breakdown
group / switching, W / total (W) / internal (W)
Clock: 0.000981 / 0.00242 / 0.00144
Combinational: 0.000141 / 0.000286 / 0.000145
Sequential: 0.0000134 / 0.00279 / 0.00277
## metrics by stage
| step | cell area [µm²] | total power, W | setup slack (ns) | utilization | hold slack, ns |
|---|---|---|---|---|---|
| 2_1_floorplan | 5067 | 0.002971 | 0.3470 | - | 0.5589 |
| 3_3_place_gp | 5614 | 0.003121 | 0.006507 | 0.5717 | 0.6677 |
| 3_5_place_dp | 5614 | 0.003128 | 0.02533 | 0.5717 | 0.6522 |
| 4_1_cts | 6160 | 0.005538 | 0.5301 | 0.6273 | 0.5825 |
| 5_1_grt | 6160 | 0.005666 | 0.4502 | 0.6273 | 0.6375 |
| 6_report | 6160 | 0.005491 | 0.5216 | 0.6273 | 0.5776 |
## logic make-up after synthesis
family                 share of synthesized area
DFF                                       0.7901
and+or+nand+nor                          0.03210
muxes                                     0.1422
AOI/OAI and AO/OA                        0.02370
buffers and inverters                    0.01185
## layout make-up
class / count / area [µm²] / share of cell area
flip-flops and latches: 136 / 4004 / 0.6500
multi-input cells: 83 / 1003 / 0.1629
repair buffers: 48 / 440.4 / 0.07150
clock buffers: 19 / 421.7 / 0.06845
well taps: 133 / 166.4 / 0.02702
clock inverters: 13 / 123.9 / 0.02011
## cells in the final DEF (no fill, tap or decap)
| cell | count |
|---|---|
| clkdlybuf4s50_1 | 19 |
| or3b_2 | 1 |
| clkbuf_1 | 2 |
| and2_1 | 1 |
| inv_6 | 2 |
| clkinvlp_4 | 6 |
| nor2_1 | 13 |
| edfxtp_1 | 128 |
| nor3_1 | 4 |
| clkbuf_16 | 16 |
| buf_12 | 3 |
| buf_2 | 2 |
| bufinv_16 | 1 |
| a22oi_1 | 16 |
| mux4_2 | 32 |
| clkinv_2 | 1 |
| nand2_1 | 9 |
| clkinv_4 | 3 |
| nor2b_1 | 2 |
| nand3_1 | 1 |
| clkbuf_8 | 1 |
| buf_4 | 24 |
| nand2b_1 | 2 |
| dfxtp_1 | 8 |
| nand3b_1 | 2 |
Power is estimated from default activity; no workload was simulated.
